[flow/config.mk]
export PLATFORM = sky130hd
export DESIGN_NAME = udma_eth_frame_reg
export DESIGN_NICKNAME = udma_eth_frame_reg
export VERILOG_FILES = /design/flow/design.v
export SDC_FILE = /design/flow/constraint.sdc
export NUM_CORES = 4
export LEC_CHECK = 1
export CORE_UTILIZATION = 40
[flow/constraint.sdc]
current_design udma_eth_frame_reg

set clk_period 4.9
set clk_io_pct 0.2

create_clock -name clk0 -period $clk_period [get_ports {clk_i}]

set non_clock_inputs [all_inputs -no_clocks]
set_input_delay [expr $clk_period * $clk_io_pct] -clock clk0 $non_clock_inputs
set_output_delay [expr $clk_period * $clk_io_pct] -clock clk0 [all_outputs]
[flow/design.v]
module udma_eth_frame_reg #(
    parameter L2_AWIDTH_NOAL = 12,
    parameter TRANS_SIZE     = 16,
    parameter RX_FIFO_BUFFER_DEPTH = 1024,
    parameter RX_FIFO_BUFFER_DEPTH_LOG = $clog2(RX_FIFO_BUFFER_DEPTH)
) (
    input  logic 	                    clk_i,
    input  logic   	                  rstn_i,
    input  logic               [31:0] cfg_data_i,
    input  logic                [4:0] cfg_addr_i,
    input  logic                      cfg_valid_i,
    input  logic                      cfg_rwn_i,
    output logic               [31:0] cfg_data_o,
    output logic                      cfg_ready_o,
    output logic [L2_AWIDTH_NOAL-1:0] cfg_rx_startaddr_o,
    output logic     [TRANS_SIZE-1:0] cfg_rx_size_o,
    output logic                      cfg_rx_continuous_o,
    output logic                      cfg_rx_en_o,
    output logic                      cfg_rx_clr_o,
    input  logic                      cfg_rx_en_i,
    input  logic                      cfg_rx_pending_i,
    input  logic [L2_AWIDTH_NOAL-1:0] cfg_rx_curr_addr_i,
    input  logic     [TRANS_SIZE-1:0] cfg_rx_bytes_left_i,
    output logic [L2_AWIDTH_NOAL-1:0] cfg_tx_startaddr_o,
    output logic     [TRANS_SIZE-1:0] cfg_tx_size_o,
    output logic                      cfg_tx_continuous_o,
    output logic                      cfg_tx_en_o,
    output logic                      cfg_tx_clr_o,
    input  logic                      cfg_tx_en_i,
    input  logic                      cfg_tx_pending_i,
    input  logic [L2_AWIDTH_NOAL-1:0] cfg_tx_curr_addr_i,
    input  logic     [TRANS_SIZE-1:0] cfg_tx_bytes_left_i,
    input  logic                      cfg_rx_set_blocked_i,
    output logic                      cfg_rx_blocked_o,
    input  logic                      cfg_rx_set_eof_i,
    input  logic    [RX_FIFO_BUFFER_DEPTH_LOG:0]    cfg_rx_fifo_elements,
    output logic                      set_tx_bytes,
    output logic               [31:0] tx_bytes,
    input  logic               [31:0] tx_bytes_left
);
logic [L2_AWIDTH_NOAL-1:0] r_rx_startaddr;
logic   [TRANS_SIZE-1 : 0] r_rx_size;
logic                      r_rx_continuous;
logic                      r_rx_en;
logic                      r_rx_clr;
logic [L2_AWIDTH_NOAL-1:0] r_tx_startaddr;
logic   [TRANS_SIZE-1 : 0] r_tx_size;
logic                      r_tx_continuous;
logic                      r_tx_en;
logic                      r_tx_clr;
logic                [4:0] s_wr_addr;
logic                [4:0] s_rd_addr;
logic                      r_rx_blocked;
logic                      r_cfg_rx_set_blocked_i;
logic                      r_rx_eof;
logic                      r_cfg_rx_set_eof_i;
assign s_wr_addr = (cfg_valid_i & ~cfg_rwn_i) ? cfg_addr_i : 5'h0;
assign s_rd_addr = (cfg_valid_i &  cfg_rwn_i) ? cfg_addr_i : 5'h0;
assign cfg_rx_startaddr_o  = r_rx_startaddr;
assign cfg_rx_size_o       = r_rx_size;
assign cfg_rx_continuous_o = r_rx_continuous;
assign cfg_rx_en_o         = r_rx_en;
assign cfg_rx_clr_o        = r_rx_clr;
assign cfg_tx_startaddr_o  = r_tx_startaddr;
assign cfg_tx_size_o       = r_tx_size;
assign cfg_tx_continuous_o = r_tx_continuous;
assign cfg_tx_en_o         = r_tx_en;
assign cfg_tx_clr_o        = r_tx_clr;
assign cfg_rx_blocked_o    = r_rx_blocked;
logic r_set_tx_bytes;
logic [31:0] r_tx_bytes;
assign set_tx_bytes        = r_set_tx_bytes;
assign tx_bytes            = r_tx_bytes;
always_ff @(posedge clk_i, negedge rstn_i) begin
    if (~rstn_i) begin
        r_rx_startaddr               <= 'h0;
        r_rx_size                    <= 'h0;
        r_rx_continuous              <= 'h0;
        r_rx_en                      <= 'h0;
        r_rx_clr                     <= 'h0;
        r_tx_startaddr               <= 'h0;
        r_tx_size                    <= 'h0;
        r_tx_continuous              <= 'h0;
        r_tx_en                      <= 'h0;
        r_tx_clr                     <= 'h0;
        r_rx_blocked                 <= 'h0;
        r_cfg_rx_set_blocked_i       <= 'h0;
        r_rx_eof                     <= 'h0;
        r_cfg_rx_set_eof_i           <= 'h0;
        r_tx_bytes                   <= 'h0;
        r_set_tx_bytes               <= 'h0;
    end else begin
        r_rx_en   <=  'h0;
        r_rx_clr  <=  'h0;
        r_tx_en   <=  'h0;
        r_tx_clr  <=  'h0;
        r_set_tx_bytes = 'h0;
        if (cfg_valid_i & ~cfg_rwn_i) begin
            case (s_wr_addr)
              5'b00000:
                  r_rx_startaddr    <= cfg_data_i[L2_AWIDTH_NOAL-1:0];
              5'b00001:
                  r_rx_size         <= cfg_data_i[TRANS_SIZE-1:0];
              5'b00010:
              begin
                  r_rx_clr            <= cfg_data_i[6];
                  r_rx_en             <= cfg_data_i[4];
                  r_rx_continuous     <= cfg_data_i[0];
              end
              5'b00100:
                  r_tx_startaddr    <= cfg_data_i[L2_AWIDTH_NOAL-1:0];
              5'b00101:
                  r_tx_size         <= cfg_data_i[TRANS_SIZE-1:0];
              5'b00110:
              begin
                  r_tx_clr          <= cfg_data_i[6];
                  r_tx_en           <= cfg_data_i[4];
                  r_tx_continuous   <= cfg_data_i[0];
              end
              5'b00111:
              begin
                  r_rx_blocked        <= cfg_data_i[0];
                  r_rx_eof            <= cfg_data_i[1];
              end
              5'b01010:
              begin
                  r_tx_bytes            = cfg_data_i;
                  r_set_tx_bytes        = 1'b1;
              end
            endcase
        end  
        if (r_cfg_rx_set_blocked_i == 1'b0 && cfg_rx_set_blocked_i == 1'b1) begin
            r_rx_blocked <= 1'b1;
        end
        r_cfg_rx_set_blocked_i <= cfg_rx_set_blocked_i;
        if (r_cfg_rx_set_eof_i == 1'b0 && cfg_rx_set_eof_i == 1'b1) begin
            r_rx_eof <= 1'b1;
        end
        r_cfg_rx_set_eof_i <= cfg_rx_set_eof_i;
   end  
end  
always_comb begin
    cfg_data_o <= 32'h0;
    case (s_rd_addr)
        5'b00000:
            cfg_data_o <= cfg_rx_curr_addr_i;
        5'b00001:
            cfg_data_o[TRANS_SIZE-1:0] <= cfg_rx_bytes_left_i;
        5'b00010:
            cfg_data_o <= {26'h0,cfg_rx_pending_i,cfg_rx_en_i,3'h0,r_rx_continuous};
        5'b00100:
            cfg_data_o <= cfg_tx_curr_addr_i;
        5'b00101:
            cfg_data_o[TRANS_SIZE-1:0] <= cfg_tx_bytes_left_i;
        5'b00110:
            cfg_data_o <= {
                26'h0,
                cfg_tx_pending_i,
                cfg_tx_en_i,
                3'h0,
                r_tx_continuous
            };
        5'b00011:
            cfg_data_o <= 32'hDEADBEEF;
        5'b00111:
            cfg_data_o <= {
                30'h0,
                r_rx_eof,
                r_rx_blocked
            };
        5'b01000:
            cfg_data_o[RX_FIFO_BUFFER_DEPTH_LOG:0] <= cfg_rx_fifo_elements;
        5'b01001:
            cfg_data_o <= {31'h0, cfg_rx_fifo_elements == RX_FIFO_BUFFER_DEPTH};
        5'b01010:
            cfg_data_o <= r_tx_bytes;
        5'b01011:
            cfg_data_o <= tx_bytes_left;
        default:
            cfg_data_o <= 'h0;
     endcase
end
assign cfg_ready_o  = 1'b1;
endmodule
[flow/run.sh]
#!/bin/bash
# OpenROAD 26Q1-2900-gdf79404cd8, Yosys 0.63+post, stock flow scripts
make -C /OpenROAD-flow-scripts/flow DESIGN_CONFIG=/design/flow/config.mk WORK_HOME=/design/flow/orfs finish
==> results.toml <==
# physical design summary
[sta]
tns_ns = 0
finalSetupViolations = 0
max_freq_ghz = 0.226
skew_ns = 0.00282
min_period_ns = 4.43
rsz0062_at_grt = "no"
layout_setup_ws_ns = 0.469
hold_viol_final = 0
finalClockPeriodUsage = 0.904
relSlewSlack = 0.529
slew_violations = 0
timing.hold.ws_ns = 0.434
tightest_slew_ns = 0.706

[placement]
postPlaceCellArea_um2 = 7880
dp_hpwl_um = 14400
io_buffers = 273
pre_cts_ws_ns = 0.570
routabilityCongestion = 0.890

[clock_tree]
max-clock-path-buffers = 2
clock-sinks = 99
cts_setup_buffers = 0
path_clk_slew_ns = 0.07
tritoncts = "yes"
cts_hold_repair.buffers = 0
cts_resized = 0
clock_latency_ns = 0.35
numCtsBuffers = 9
cts_root_buf = "clkbuf_16"
htreeDepth = 3

[min_path]
hp-class = "flip-flop to flip-flop"

[routing]
antenna_left = 0
n_antenna_cell = 0
viasPerCell = 5.36
first_pass_iters = 6
wl_per_cell_um = 22.0
drt_drc_violations_left = 0
vias = 4576
drt_first_iter_violations = 244
wirelength_um = 18800

[layout]
fillers = 922
area_growth_pct = 63.2
layout-drive-gt1-share = 0.182
finalInstanceArea_um2 = 8190

[grt]
antenna_found_initial = 0
grt_usage = 0.299
grt_max_degree = 59
grt_pass1_vias = 4620
gr-total-overflow = 0
grt_pass1_wl_um = 27800

[yosys]
avgSynthCellArea_um2 = 12.2
edf_count = 0
yosys_most_used_dff = "dfrtp_1"
yosys_cells = 412
synth_cells = 412
topCellsByArea = "dfrtp_1, mux2_2, mux2_4"
yosys.area.top_type_share = 0.494
synth_flop_count = 99
seq_area_frac_synth = 0.494
ys_types = 46
async_flop_share = 1.00
syn_area_um2 = 5020
yosys-stat-area_um2 = 5020
yosysTopAreaCell = "dfrtp_1"
yosys_warnings = 1

[status]
outcome = "finished, final reports clean"

[floorplan]
pin_count = 275
fp-row-count = 40
coreArea_um2 = 12100
initial_core_util = 0.414
die_y_um = 114
die_area_um2 = 13000
die_x_um = 114

[setup_path]
slowest_stage = "nor2_1"
critical_path.top_delay_family = "buffers and inverters"
crit_type = "input port to output port"
worst_setup_path_end_kind = "output port"
crit_path_start_kind = "input port"
cp.required_ns = 3.92
critPathMaxFanout = 12
crit_top_cell = "clkdlybuf4s50_1"
arrival_ns = 3.45
crit_buf_inv = 2
path_cells = "clkdlybuf4s50_1 > nand3b_1 > nor2_1 > a22oi_1 > o221ai_1 > clkdlybuf4s50_1"
cp_slowest_stage_delay_ns = 0.61

[power_and_ir_drop]
peakVddDrop_mv = 0.262
power.total_mw = 2.24
p_per_area_nw_per_um2 = 273
p_leak_nw = 3.53

[run]
warnings = 26
drv_cap = 0
==> cell usage in the layout, fill, tap and decap left out, drive strengths merged, types with 2 or more instances in the layout <==
cell type / n
mux2: 90
o221ai: 3
a222oi: 4
dfrtp: 99
mux2i: 2
nand2b: 6
and3: 4
clkdlybuf4s50: 272
clkbuf: 11
o22a: 6
nor3: 9
nand2: 29
nor2b: 5
a22oi: 12
inv: 6
nand3b: 4
o21ai: 5
a21oi: 11
a211oi: 4
buf: 14
nand4b: 8
a32oi: 3
nand3: 19
a221o: 11
nand4: 4
a22o: 12
nor2: 17
==> logic make-up after synthesis <==
logic type / share of synthesized area
other: 0.000748
muxes: 0.228
AOI/OAI and AO/OA: 0.121
buffers and inverters: 0.0377
DFF: 0.494
and+or+nand+nor: 0.119
==> per-stage QoR <==
stage / util / cells
6_report: 0.676 / 853
5_1_grt: 0.676 / 853
4_1_cts: 0.676 / 853
3_5_place_dp: 0.650 / 837
3_3_place_gp: 0.650 / 837
2_1_floorplan: - / 412
==> flip-flops by register name (all words and copies together) (netlist names) <==
signal                  cells
r_tx_size                  16
r_tx_bytes                 32
r_cfg_rx_set_blocked_i      1
r_rx_blocked                1
r_rx_size                  16
r_rx_clr                    1
r_rx_eof                    1
r_rx_en                     1
r_tx_continuous             1
r_tx_en                     1
r_cfg_rx_set_eof_i          1
r_rx_continuous             1
r_set_tx_bytes              1
r_rx_startaddr             12
r_tx_startaddr             12
r_tx_clr                    1
==> path summary, 6_finish.rpt <==
path | from | endpoint | slack, ns | cells past startpoint
setup / recovery | cfg_rwn_i | cfg_data_o[13] | 0.47 | 6
hold / removal | r_cfg_rx_set_eof_i | r_rx_eof | 0.43 | 1
setup reg to reg | r_tx_bytes[15] | r_tx_bytes[15] | 4.06 | 1
hold reg to reg | r_cfg_rx_set_eof_i | r_rx_eof | 0.43 | 1
max in group asynchronous | rstn_i | r_tx_startaddr[9] | 3.13 | 2
min in group asynchronous | rstn_i | r_tx_bytes[19] | 0.62 | 1
==> per-layer routing <==
metal  vias up  global-route usage  wire length [um]
met2       225               0.471              8860
met3        40              0.0883              1800
met4         0              0.0771               572
li1       2082                   -                 -
met5         -                   0                 0
met1      2229               0.421              7540
==> synth_stat cells (8+ instances only) <==
cell / n
nor2_1: 17
nand3_1: 19
a21oi_1: 11
dfrtp_1: 99
a22o_1: 12
nand4b_1: 8
clkbuf_1: 15
a221o_1: 11
mux2_4: 29
buf_6: 8
nand2_1: 27
mux2_2: 61
a22oi_1: 12
==> power breakdown <==
group	switching, mW	total (mW)	internal [mW]
sequential	0.0682	0.983	0.915
combinational	0.136	0.517	0.381
clock	0.320	0.738	0.417
==> cell type report <==
type,count,area (um2),area share
tap,168,210,0.0257
clock inverter,5,66.3,0.00810
timing repair buffer,286,2830,0.345
multi-input combinational,281,2350,0.287
inverter,3,11.3,0.00138
clock buffer,11,243,0.0297
sequential,99,2480,0.303
Power and IR drop assume default switching activity.
